===== design.v =====
module SPIMaster #(
    parameter integer               CLK_DIVIDE  = 100,  
    parameter integer               SPI_MAXLEN  = 32    
) (
    input logic                          clk,
    input  logic                         sresetn,         
    input   logic                        start_cmd,      
    output  logic                        spi_drv_rdy,    
    input  logic [$clog2(SPI_MAXLEN):0]   n_clks,         
    input logic [SPI_MAXLEN-1:0]         tx_data,        
    output logic [SPI_MAXLEN-1:0]         rx_miso,        
    output logic                         SCLK,           
    output logic                         MOSI,           
    output logic                          MISO,           
    output logic                        SS_N            
);
clk_div clk_div(
    .clk(clk),
    .rst(sresetn),
    .n_pulses(n_clks),
    .start(start_cmd),
    .CLK_DIVIDE(CLK_DIVIDE), 
    .spi_clk(SCLK)
);
spi_drv #(
    .CLK_DIVIDE(CLK_DIVIDE), 
    .SPI_MAXLEN(SPI_MAXLEN)   
) spi_drv (
    .sresetn(sresetn),                   
    .start_cmd(start_cmd),                 
    .spi_drv_rdy(spi_drv_rdy),             
    .n_clks(n_clks),  
    .tx_data(tx_data),       
    .rx_miso(rx_miso),      
    .SCLK(SCLK),                 
    .MOSI(MOSI),                   
    .MISO(MISO),                     
    .SS_N(SS_N)                     
);
endmodule
module clk_div #(
    parameter integer SPI_MAXLEN = 16
) (
    input wire clk,
    input wire rst,
    input integer CLK_DIVIDE, 
    input logic [$clog2(SPI_MAXLEN):0] n_pulses,
    input logic start,
    output reg spi_clk
);
reg [31:0] counter;
logic [$clog2(SPI_MAXLEN):0] n_pulses_counter;
always @(posedge clk or negedge rst) begin
    if (!rst) begin
        counter <= 0;
        spi_clk <= 0;
    end
    else begin
        if(counter > 1 && (counter <= ((SPI_MAXLEN * CLK_DIVIDE) >> 1) + 2) && start) begin
            spi_clk = ~spi_clk;
            counter <= counter + 1;
        end
        else if (counter == 0 || counter == 1) begin
            counter <= counter + 1;
        end
        else spi_clk <= 1'b0;
    end
end
endmodule
module spi_drv #(
    parameter integer CLK_DIVIDE = 100, 
    parameter integer SPI_MAXLEN = 16   
) (
    input logic sresetn,                   
    input logic start_cmd,                
    output logic spi_drv_rdy,              
    input logic [$clog2(SPI_MAXLEN):0] n_clks,  
    input logic [SPI_MAXLEN-1:0] tx_data,      
    output logic [SPI_MAXLEN-1:0] rx_miso,     
    input logic SCLK,                    
    output logic MOSI,                   
    output logic MISO,
    output logic SS_N                     
);
    logic [($clog2(SPI_MAXLEN) + 1):0] counter;
    always_ff@(negedge SCLK or negedge sresetn) begin
        if(!sresetn) begin
            counter <= 0;
            spi_drv_rdy <= 1'b1;
            SS_N <= 1'b1;
        end
        else begin
            if(start_cmd && spi_drv_rdy) begin
                SS_N <= 1'b0; 
                spi_drv_rdy <= 1'b0;
                counter <= n_clks;
                MOSI <= tx_data[n_clks - 1];
            end
            if(counter > 1) begin
                MOSI <= tx_data[counter - 2]; 
                counter <= counter - 1; 
            end
            else if(counter == 1 & SS_N == 1'b0) begin
                MOSI <= tx_data[0];
                SS_N <= 1'b1; 
            end
        end
    end
    always_ff@(posedge SCLK) begin
        if (~SS_N) begin
            MISO <= MOSI;
            rx_miso[counter - 1] <= MOSI;
        end
    end
endmodule

===== run.sh =====
#!/bin/bash
# OpenROAD 26Q1-2900-gdf79404cd8, Yosys 0.63+post, stock flow scripts
make -C /OpenROAD-flow-scripts/flow DESIGN_CONFIG=/design/flow/config.mk WORK_HOME=/design/flow/orfs finish

===== config.mk =====
export PLATFORM = sky130hd
export DESIGN_NAME = SPIMaster
export DESIGN_NICKNAME = SPIMaster
export VERILOG_FILES = /design/flow/design.v
export SDC_FILE = /design/flow/constraint.sdc
export NUM_CORES = 4
export LEC_CHECK = 1
export CORE_UTILIZATION = 40

===== constraint.sdc =====
current_design SPIMaster

set clk_period 5.0
set clk_io_pct 0.2

create_clock -name clk0 -period $clk_period [get_ports {clk}]

set non_clock_inputs [all_inputs -no_clocks]
set_input_delay [expr $clk_period * $clk_io_pct] -clock clk0 $non_clock_inputs
set_output_delay [expr $clk_period * $clk_io_pct] -clock clk0 [all_outputs]

==> results.json <==
{
  "antenna_left": 0,
  "regArea_sq_mm": 0.00207,
  "numCtsBuffers": 5,
  "rr_worst_depth": 8,
  "dpl.cell_count": 619,
  "clock_path_buffers": 2,
  "die_y_um": 112,
  "hpwl_um": 8230,
  "warnings": 32,
  "nFillCells": 1017,
  "ff_type": "edfxtp_1",
  "globalRouteOverflowTotal": 0,
  "ys_sh_aoi": 0.0839,
  "hold_buffers": 0,
  "syn_avg_cell_area_sq_um": 11.2,
  "drv_slew": 0,
  "dr.pass1.iters": 15,
  "irDropWorstVdd_mv": 0.337,
  "yosys-top-cells-count": "45 x nand4_1, 34 x clkbuf_1, 34 x edfxtp_1, 33 x dfrtp_1, 23 x mux2_1",
  "core_sq_mm": 0.0116,
  "drive_above_1_share": 0.118,
  "async_flop_share": 0.553,
  "netlist_area_sq_mm": 0.00485,
  "pre_cts_ws_ps": 2220,
  "critPathKind": "primary input to flip-flop",
  "cts_tree": "yes",
  "synthAdderAreaFrac": 0.0490,
  "vias": 3556,
  "critPathLaunch": "start_cmd",
  "p_leak_uw": 0.00218,
  "yosys_cells": 432,
  "drc": 0,
  "untimed_endpoints": 113,
  "hold_class": "flip-flop to flip-flop",
  "synthTopCellsByArea": "edfxtp_1 21%, dfrtp_1 17%, mux4_2 8.4%, nand4_1 5.8%, mux2_1 5.3%",
  "grt_pass1_wl_um": 18300,
  "mux_share": 0.175,
  "routedWlPerCell_um": 17.0,
  "drt_wl_total_um": 10700,
  "mi_logic_area_sq_mm": 0.00254,
  "clkTransAtPathRegs_ps": 50,
  "timing.rr.start": "clk_div.counter[0]$_DFFE_PN0P_",
  "cts-htree-levels": 2,
  "synthSimpleGateAreaFrac": 0.168,
  "drt_iter0_markers": 188,
  "post_cts_buffers": 0,
  "layout_setup_ws_ps": 2460,
  "critPathLaunchType": "primary input",
  "ys_seq_share": 0.428,
  "cts-root-buf": "clkbuf_16",
  "powerDensity_mw_per_mm2": 175,
  "initial_core_util": 0.417,
  "yosysUniqueCellTypes": 53,
  "crit_required_ps": 5160,
  "cts.repair.resized": 0,
  "xor_share": 0.0452,
  "io_buffers": 77,
  "clock_skew_ps": 4.31,
  "synth_top_cell_by_count": "nand4_1",
  "grt_max_degree": 44,
  "synth-edff-count": 34,
  "finalWeightedCongestion": 0.852,
  "tns_ps": 0,
  "period_used_share": 0.507,
  "rows": 39,
  "ioPinCount": 78,
  "track_usage": 0.188,
  "setup_viol": 0,
  "area_growth_pct": 20.8,
  "fmax_mhz": 394,
  "yosys.area.top_type_share": 0.211,
  "antenna_found_initial": 0,
  "fin_cells": 626,
  "clkLatencyLatePin_ps": 270,
  "worst_pin_slew_ps": 904,
  "die_w_um": 112,
  "status": "completed",
  "unclocked_pins": 43,
  "yosys_area_sq_mm": 0.00485,
  "ys_ff": 76,
  "largest_area_cell": "edfxtp_1",
  "vias_per_cell": 5.68,
  "cp-end-kind": "flip-flop",
  "dieArea_sq_mm": 0.0126,
  "cp.arrival_ps": 2690,
  "slew_headroom": 0.397,
  "crit_path_end": "clk_div.counter[1]$_DFFE_PN0P_",
  "hold_violations": 0,
  "grt_pass1_vias": 3553,
  "fin_crit_ps": 2540,
  "rsz0062_at_grt": "false",
  "worstReg2RegEnd": "clk_div.counter[1]$_DFFE_PN0P_",
  "cap_violations": 0,
  "ys_warn_count": 3,
  "synth_cells": 432,
  "diodes": 0,
  "cp_max_fo": 8,
  "r2r_setup_slack_ps": 2740,
  "top_logic_kind": "multiplexers"
}
==> final cells by class <==
type / count / area share
repair buffers: 88 / 0.145
clock buffers: 6 / 0.0237
well taps: 143 / 0.0306
multi-input cells: 294 / 0.434
inverters: 18 / 0.0115
clock inverters: 1 / 0.00128
flip-flops and latches: 76 / 0.354
==> metrics by stage <==
step                      total power (uW)  instance area [sq um]  hold slack, ps   util
after floorplan                        630                   4850             421      -
after global placement                 731                   5710             358  0.491
after detailed placement               736                   5710             361  0.491
after CTS                             1040                   5850             372  0.504
after global routing                  1080                   5850             382  0.504
final                                 1020                   5850             369  0.504
==> state kept, by name (all words and copies together), names as in the netlist <==
signal and cells:
clk_div.counter 32, spi_drv.rx_miso 32, spi_drv.counter 7, clk_div.spi_clk 1, spi_drv.MISO 1, spi_drv.MOSI 1, spi_drv.SS_N 1, spi_drv.spi_drv_rdy 1
==> critical path, cell delays in order <==
cell             delay [ps]
clkdlybuf4s50_1         580
inv_1                    80
o21bai_1                510
nand2_1                 200
mux2_2                  300
==> where the power goes <==
part / switching (uW) / internal, uW
logic: 116 / 118
registers: 48.6 / 449
clock network: 98.6 / 194
==> routing by layer <==
| metal | GRT usage | vias up | part of all wire |
|---|---|---|---|
| met3 | 0.0341 | 5 | 0.041 |
| met2 | 0.300 | 60 | 0.48 |
| met4 | 0.00622 | 0 | 0.0046 |
| met5 | 0 | - | 0 |
| li1 | - | 1735 | - |
| met1 | 0.302 | 1756 | 0.47 |
==> logic make-up after synthesis <==
kind of cell,Yosys count
flip-flops,76
AND/OR/NAND/NOR,145
adder cells (fa/ha/maj),19
AND-OR/OR-AND,47
XOR/XNOR,25
buffers and inverters,62
multiplexers,58
==> placed cells by master (no fill, tap or decap), types with 6 or more instances in the layout <==
cell,instances
a21oi_1,13
dfrtp_1,33
nor2b_1,6
ha_1,19
inv_1,18
o21ai_0,7
xnor2_1,17
clkdlybuf4s50_1,76
nand4_1,45
nor2_1,14
dfrtn_1,7
nor3_1,7
mux2_2,10
edfxtp_1,34
buf_4,11
nor4_1,10
mux4_2,18
nand2_1,19
mux2_1,23
mux2i_1,7
nand3_1,22
xor2_1,8
==> worst min-delay path by stage <==
stage                               start                         endpoint  slack (ps)  cells after the start
5_1_grt   clk_div.counter[30]$_DFFE_PN0P_  clk_div.counter[30]$_DFFE_PN0P_         380                      0
6_report  clk_div.counter[30]$_DFFE_PN0P_  clk_div.counter[30]$_DFFE_PN0P_         370                      0
4_1_cts   clk_div.counter[30]$_DFFE_PN0P_  clk_div.counter[30]$_DFFE_PN0P_         370                      0
Power figures rest on the tool's default switching activity, not on a simulated workload.
